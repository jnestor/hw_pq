## flow/run.sh

```bash
#!/bin/bash
# OpenROAD 26Q1-2900-gdf79404cd8, Yosys 0.63+post, stock flow scripts
make -C /OpenROAD-flow-scripts/flow DESIGN_CONFIG=/design/flow/config.mk WORK_HOME=/design/flow/orfs finish
```

## flow/config.mk

```make
export PLATFORM = sky130hd
export DESIGN_NAME = mem_swsr
export DESIGN_NICKNAME = mem_swsr
export VERILOG_FILES = /design/flow/design.v
export SDC_FILE = /design/flow/constraint.sdc
export NUM_CORES = 4
export LEC_CHECK = 1
export CORE_UTILIZATION = 40
```

## flow/constraint.sdc

```tcl
current_design mem_swsr

set clk_period 33.9
set clk_io_pct 0.2

create_clock -name clk0 -period $clk_period [get_ports {clk}]

set non_clock_inputs [all_inputs -no_clocks]
set_input_delay [expr $clk_period * $clk_io_pct] -clock clk0 $non_clock_inputs
set_output_delay [expr $clk_period * $clk_io_pct] -clock clk0 [all_outputs]
```

## flow/design.v

```verilog
module mem_swsr
    #(parameter W=8, D=128, localparam DW=$clog2(D))
    (
    input logic clk,
    input logic we,
    input logic [DW-1:0] addr,
    input logic [W-1:0]  din,
    output logic [W-1:0] dout
    );
    logic [W-1:0] ram_array [D-1:0];
    logic [DW-1:0] addr_r;
    always_ff @(posedge clk) begin
        if (we) ram_array[addr] <= din;
    end
    always_ff @(posedge clk) begin
        addr_r <= addr;
    end
    assign dout = ram_array[addr_r];
endmodule
```

==> metrics.yaml <==
clocking:
  h-tree-depth: 3
  cts_hold_buffers: 0
  cts_root_buffer: "clkbuf_16"
  cts_tree: "yes"
  numCtsBuffers: 103
  cts_buffer_depth: 3
  cts_resized: 0
  clock_sinks: 1031
  clk_pin_slew_ps: 60
  postCtsSetupBuffers: 0
synthesis:
  yosysTopAreaCellShare_pct: 77.6
  yosys-stat-cells: 1634
  ys_seq_share_pct: 77.9
  synth_area_um2: 39600
  yosys.area.top_type: "edfxtp_1"
  synth_flops: 1031
  ys_area_um2: 39600
  ys_warn_count: 1
  synth_cell_type_count: 17
  topCellsByArea: "edfxtp_1 (78%), mux4_2 (19%), nor2_1 (1.2%)"
  syn_inst: 1634
  avgSynthCellArea_um2: 24.3
route:
  drt_iter0_markers: 1223
  wl_mm: 87.6
  drc: 0
  vias_per_cell: 5.56
  wire_per_inst_um: 28.0
  diodes: 0
  final_antenna_net_count: 0
  first_pass_iters: 4
  num_vias: 17400
placement:
  gp_congestion: 0.847
  dpl.hpwl_mm: 53.7
  io_buffers: 24
floorplan:
  die_width_um: 317
  fp_util_pct: 40.3
  fp.dieArea_um2: 100000
  core_um2: 98300
  die_h_um: 317
  rows: 115
  ios: 25
flow_run:
  max_cap_violations: 0
  warning_count: 26
grt:
  antenna_found_initial: 4
  grt_max_degree: 78
  track_usage_pct: 20.1
  overflow: 0
  grt_pass1_vias: 19600
  grt_first_pass_wirelength_mm: 131
finish:
  regMostFlops: "ram_array"
  final_layout_top_logic_cells: "edfxtp_1 (1024), mux4_2 (336), nor2_1 (122)"
  area_growth_pct: 13.3
  layout.cells.most_common: "edfxtp_1"
  drive_gt1_share_pct: 31.8
  fill_cells: 7819
  reg_top3: "ram_array x1024"
  largest_register_ffs: 1024
timing:
  fin_setup_tns_ps: 0
  setup_viol: 0
  fmax_mhz: 78.9
  grt_setup_unrepaired: "false"
  slew_violations: 0
  relSlewSlack_pct: 31.7
  hold_viol: 0
  period_needed_ps: 12670
  tightest_slew_ps: 1020
  fin_crit_sh_pct: 37.4
  holdWs_ps: 6540
pwr:
  p_leak_nw: 13.7
  swShare_pct: 20.8
  power_density_nw_per_um2: 58.0
  clkPwrFrac_pct: 41.1
  p_switching_mw: 0.542
  seqPwrFrac_pct: 54.1
  p_int_mw: 2.07
  ir_drop_mv: 0.0400
  power_frac_comb_pct: 4.8
hold_path:
  hold_path.class: "input port to register"
  hp-start: "din[3]"
setup_path:
  cp-start-kind: "register"
  crit_path_max_fanout: 51
  worstPathArrival_ps: 5890
  end_kind: "output port"
  critPathKind: "register to output port"
  required_ps: 27120
run_status:
  status: "finished, final reports clean"
==> Yosys cell counts <==
cell type and n:
nand3_1 12, buf_4 11, buf_1 18, nand2_1 14, edfxtp_1 1024, or3_1 1, nor2b_1 7, nor3_1 9
nand4_1 3, buf_6 1, mux4_2 336, mux2_2 8, dfxtp_1 7, nand2b_1 2, nor2_1 122, clkbuf_1 44
buf_2 15
==> metrics by stage <==
stage	utilization [%]	setup slack, ps	cells	power (mW)	instance area, µm²
2_1_floorplan	-	24460	1634	1.51	39600
3_3_place_gp	42.4	21920	2935	1.56	41700
3_5_place_dp	42.4	21910	2935	1.57	41700
4_1_cts	45.7	21180	3128	2.63	44900
5_1_grt	45.7	20950	3128	2.69	44900
6_report	45.7	21230	3128	2.61	44900
==> power by group through the flow <==
stage	logic, mW	clock network (mW)	registers, mW
after CTS	0.128	1.09	1.41
after global routing	0.136	1.14	1.41
final	0.126	1.07	1.41
==> routing by layer <==
metal	wire [µm]	up-vias	track usage, %	share of wire (%)
met5	54	-	0	0.062
met4	1660	8	3.03	1.9
met3	15700	118	16.5	18
met2	39900	1052	27.9	46
met1	30200	8941	26.6	35
li1	-	7280	-	-
==> cell type report <==
cell class                      instances  area, µm²  area share (%)
Clock inverter                         73        536            1.19
Timing Repair Buffer                  103        838            1.87
Tap cell                             1287       1610            3.58
Clock buffer                          120       2680            5.97
Sequential cell                      1031      30900            68.8
Multi-Input combinational cell        514       8350            18.6
==> worst max-delay path, cell delays in order (launching register included) <==
cell             delay (ps)
dfxtp_4                 850
buf_4                   650
buf_4                   670
buf_4                   650
mux4_2                  410
mux4_2                  590
mux4_2                  510
mux2_2                  360
clkdlybuf4s50_1         440
==> path summary, 6_finish.rpt <==
path / endpoint / slack (ps) / cells after the start
worst min-delay path: ram_array[79][3] / 6540 / 1
worst max-delay path: dout[3] / 21230 / 8
==> logic make-up after synthesis <==
logic type,Yosys count,synth area share (%)
muxes,344,19.3
DFF,1031,77.9
buffers and inverters,89,1.01
and+or+nand+nor,170,1.76
No activity file was given, so power comes from the tool's default toggle rates.
