--- run.sh ---
#!/bin/bash
# OpenROAD 26Q1-2900-gdf79404cd8, Yosys 0.63+post, stock flow scripts
make -C /OpenROAD-flow-scripts/flow DESIGN_CONFIG=/design/flow/config.mk WORK_HOME=/design/flow/orfs finish
--- config.mk ---
export PLATFORM = sky130hd
export DESIGN_NAME = period_enb
export DESIGN_NICKNAME = period_enb
export VERILOG_FILES = /design/flow/design.v
export SDC_FILE = /design/flow/constraint.sdc
export NUM_CORES = 4
export LEC_CHECK = 1
export CORE_AREA = 10 10 90 90
export DIE_AREA = 0 0 100 100
--- constraint.sdc ---
current_design period_enb

set clk_period 3.1
set clk_io_pct 0.2

create_clock -name clk0 -period $clk_period [get_ports {clk}]

set non_clock_inputs [all_inputs -no_clocks]
set_input_delay [expr $clk_period * $clk_io_pct] -clock clk0 $non_clock_inputs
set_output_delay [expr $clk_period * $clk_io_pct] -clock clk0 [all_outputs]
--- design.v ---
module period_enb(input logic clk, rst, clr, output logic enb_out);
    parameter PERIOD_MS = 1;    
    parameter PERIOD_US = PERIOD_MS * 1000;
    parameter PERIOD_NS = PERIOD_US * 1000;
    parameter CLKFREQ_MHZ = 100;   
    localparam CLKPD_NS = 1000 / CLKFREQ_MHZ;
    localparam PERIOD_COUNT_LIMIT = PERIOD_NS / CLKPD_NS;
    localparam PERIOD_COUNT_BITS = $clog2(PERIOD_COUNT_LIMIT);
    logic [PERIOD_COUNT_BITS-1:0] q;
    assign enb_out = (q == PERIOD_COUNT_LIMIT - 1);
    always_ff @(posedge clk)
        if (rst || clr || enb_out) q <= 0;
        else                       q <=  q + 1;
endmodule: period_enb
==> summary.txt <==
Implementation run completed; key figures follow.

Outcome:
- The flow ran to the end, and the final reports show no timing, DRC or antenna violations.

Final timing:
- The run gives the slew of the pin with the lowest slew margin as 0.718 ns.
- The run gives the hold violation total from the final report as 0.
- The run puts the worst relative slew slack at 52.1%.
- The run puts the part of the cycle the worst path needs at 86.1%.
- The final timing report counts setup violations totalling 0.
- The run gives the number of max-slew violations in the final report as 0.
- The run puts the clock skew at 0.00326 ns.
- Derived from the worst setup path, the maximum achievable clock frequency is 375 MHz.
- Setup repair after global routing left no endpoint under its margin.
- The run puts the post-layout minimum cycle time at 2.67 ns.
- The run gives the final sum of negative setup slack as 0 ns.

GRT:
- The via count of the first global-routing pass came to 610.
- Entering global routing, the biggest net connects 18 pins.
- The number of antenna violations at the first check in global routing came to 0.
- The run puts the remaining global-route overflow at 0.
- The run gives the global-route usage over all layers as 3.06%.
- The first global-routing pass estimated 2.61 mm of wire.

Synth:
- The run puts the sequential element share of the synthesized area at 42.5%.
- The run puts the post-synthesis cell count from yosys at 89.
- Sorting the synthesized cells by how often they occur yields sky130_fd_sc_hd__nor2_1 (19), sky130_fd_sc_hd__dfxtp_1 (17), sky130_fd_sc_hd__xnor2_1 (11), sky130_fd_sc_hd__nand3_1 (6), sky130_fd_sc_hd__nor4_1 (6).
- In the post-synthesis netlist, the biggest area contributors are sky130_fd_sc_hd__dfxtp_1 (43%), sky130_fd_sc_hd__xnor2_1 (12%), sky130_fd_sc_hd__nor2_1 (8.9%), sky130_fd_sc_hd__nor4_1 (4.7%), sky130_fd_sc_hd__xor2_1 (4.4%).
- Among all flip-flop cells after synthesis, the most frequent one is sky130_fd_sc_hd__dfxtp_1.
- The run puts the number of register bits inferred by synthesis at 17.
- Yosys instantiated no cell more often than sky130_fd_sc_hd__nor2_1.
- The run puts the top-area cell type share of the netlist area at 42.5%.
- The run gives the distinct cell type count after synthesis as 20.
- The run puts the synthesis warning total at 1.
- For this run, asynchronously set or reset flops after synthesis account for 0%.
- After synthesis the cells add up to 801 µm².
- The run gives the post-synthesis instance total as 89.
- In this run, synthesis inferred 0 flip-flops with an integrated enable.
- Looking at area per cell type in the netlist, the leader is sky130_fd_sc_hd__dfxtp_1.
- Post-synthesis, Yosys gives the total cell area as 801 µm².
- Each instance of the synthesized netlist takes up on average 9.00 µm².

Floorplan:
- The run puts the placeable core region at 6280 µm².
- The run gives the count of boundary I/O pins as 4.
- The run gives the chip area as 10000 µm².
- The run gives the starting utilization of the core area as 12.8%.
- The horizontal die dimension reported for this design is 100 µm.
- The floorplan has 29 rows.
- The vertical die dimension reported for this design is 100 µm.

Placed design:
- The run gives the cell total after placement as 167.
- The run gives the placed instance area as 911 µm².
- In this run the tool buffered the top-level ports with 3 buffer cells.
- The run gives the final RePlAce weighted congestion as 0.774.
- The run puts the half-perimeter wire length of the detailed placement result at 1.02 mm.

Flow run:
- The run puts the max-cap check violation count at 0.
- The run gives the count of warning messages emitted by the tools as 25.

CTS:
- The run gives the count of cells resized by post-cts repair as 0.
- Buffers added to address setup during post-CTS repair amount to 0.
- CTS placed an instance of sky130_fd_sc_hd__clkbuf_8 at the clock tree root.
- The run puts the clock-pin slew of the registers on the worst-case setup and hold paths at 0.06 ns.
- The run puts the clock latency on the worst-skew pair at 0.25 ns.
- The run gives the post-cts hold-fix buffer tally as 0.
- The run gives the clock net sink count as 17.
- The run gives the maximum number of buffers from clock root to sink as 2.
- The run gives the clock buffer count from CTS as 3.
- TritonCTS built the clock tree.
- In this run the number of H-tree levels came out at 1.

Route:
- The script logs the ratio of routed vias to standard cells as 3.58.
- The run gives the remaining routing DRC violations as 0.
- The run gives the total number of vias as 613.
- The first detailed-routing pass took 4 iterations.
- The run puts the overall routed net length at 1.46 mm.
- The run puts the number of diodes added for antenna fixing at 0.
- The run puts the routed length per instance at 8.51 µm.
- The run gives the count of routing violations after the opening detailed-route iteration as 26.
- The count of nets left with antenna violations once routing finished came out at 0.

Power and ir drop:
- The worst-case IR drop observed on VDD is 0.286 mV.
- The analysis attributes to cell leakage a power of 0.264 nW.
- The run puts the power per standard cell area at 413 nW/µm².

Hold path:
- Note that the worst hold path type here is flop to flop.

Setup path:
- The worst setup path is captured at a primary output.
- The worst setup path is of the flop to primary output kind.
- The run puts the required time of the critical path at 2.48 ns.
- The run puts the data arrival time of the critical path at 2.05 ns.
- The run puts the critical-path maximum fanout at 5.
- The run gives the type of element launching the critical path as a flop.

Final layout:
- Of the cells placed in the final design, the portion with a size suffix greater than 1 is 7.45%.
- The run puts the synthesis-to-finish area growth at 19.4%.
- The registers reported with the highest flop counts are q x17.
- After the flow finishes, the layout carries non-filler instances totaling 171.
- The run gives the flip-flop count of the largest register, all copies and words added as 17.
- Once layout is done, the placed cells without fillers occupy 956 µm².
- The run gives the register bank with the most flops as q.
==> critical path, stage by stage (launching register included) <==
cell and delay (ns):
sky130_fd_sc_hd__dfxtp_1 0.39, sky130_fd_sc_hd__ha_1 0.28, sky130_fd_sc_hd__nand4_4 0.15, sky130_fd_sc_hd__or2_4 0.29, sky130_fd_sc_hd__nor3_1 0.19, sky130_fd_sc_hd__clkdlybuf4s50_1 0.49
==> final cells by class <==
class                           instances  area, µm²
Clock buffer                            4       45.0
Fill cell                             691       5320
Inverter                                3       11.3
Multi-Input combinational cell         67        433
Sequential cell                        17        340
Tap cell                               77       96.3
Timing Repair Buffer                    3       30.0
==> final timing paths <==
kind,start,endpoint,slack (ns),depth (start not counted)
hold reg to reg,q[0],q[0],0.49,1
setup / recovery,q[0],enb_out,0.43,5
setup reg to reg,q[0],q[12],1.07,5
hold / removal,q[0],q[0],0.49,1
==> cells in the final DEF (no fill, tap or decap), types with 4 or more instances in the layout <==
cell	instances
sky130_fd_sc_hd__nand2_1	4
sky130_fd_sc_hd__nor2_1	19
sky130_fd_sc_hd__xnor2_1	11
sky130_fd_sc_hd__nor4_1	6
sky130_fd_sc_hd__nor3_1	4
sky130_fd_sc_hd__xor2_1	4
sky130_fd_sc_hd__dfxtp_1	17
sky130_fd_sc_hd__nand3_1	6
sky130_fd_sc_hd__nand4_1	5
==> kinds of logic after synthesis <==
kind of cell             count (synthesis)  share of synthesized area [%]
XOR/XNOR                                15                           16.4
adder cells (fa/ha/maj)                  1                           1.56
AND/OR/NAND/NOR                         50                           33.4
AND-OR/OR-AND                            1                           2.66
flip-flops                              17                           42.5
buffers and inverters                    5                           3.44
==> report_power, final <==
| part | total [mW] | switching [mW] | leakage, nW | internal, mW |
|---|---|---|---|---|
| combinational | 0.00966 | 0.00549 | 0.104 | 0.00417 |
| clock | 0.164 | 0.0729 | 0.0228 | 0.0911 |
| sequential | 0.221 | 0.00149 | 0.137 | 0.220 |
==> per-stage QoR <==
stage          hold WS, ns  utilization, %  power (mW)  setup slack, ns
6_report             0.485            15.2       0.395            0.432
5_1_grt              0.525            15.2       0.411            0.277
4_1_cts              0.493            15.2       0.399            0.411
3_5_place_dp         0.467            14.5       0.236            0.723
3_3_place_gp         0.457            14.5       0.235            0.725
2_1_floorplan        0.441               -       0.233             1.33
==> layer usage <==
layer  up-vias  GRT usage [%]  share of wire, %
met5         -              0                 0
met4         0          0.109              0.48
met3         2           1.94               8.2
met2        11           4.78                40
met1       284           3.67                51
li1        316              -                 -
No activity file was given, so power comes from the tool's default toggle rates.
