## design/flow/run.sh

```bash
#!/bin/bash
# OpenROAD 26Q1-2900-gdf79404cd8, Yosys 0.63+post, stock flow scripts
make -C /OpenROAD-flow-scripts/flow DESIGN_CONFIG=/design/flow/config.mk WORK_HOME=/design/flow/orfs finish
```

## design/flow/config.mk

```make
export PLATFORM = sky130hd
export DESIGN_NAME = debounce
export DESIGN_NICKNAME = debounce
export VERILOG_FILES = /design/flow/design.v
export SDC_FILE = /design/flow/constraint.sdc
export NUM_CORES = 4
export LEC_CHECK = 1
export CORE_AREA = 10 10 91 91
export DIE_AREA = 0 0 101 101
```

## design/flow/constraint.sdc

```tcl
current_design debounce

set clk_period 2.0
set clk_io_pct 0.2

create_clock -name clk0 -period $clk_period [get_ports {clk}]

set non_clock_inputs [all_inputs -no_clocks]
set_input_delay [expr $clk_period * $clk_io_pct] -clock clk0 $non_clock_inputs
set_output_delay [expr $clk_period * $clk_io_pct] -clock clk0 [all_outputs]
```

## design/flow/design.v

```verilog
module debounce(input logic clk, pb, rst, output logic pb_debounced);
   parameter CLKPD_NS = 10;
   parameter CLKFREQ = 1_000_000_000 / CLKPD_NS;     
   parameter DEBOUNCE_MS = 10;   
   localparam CTRBITS = $clog2(DEBOUNCE_MS*CLKFREQ/1000);
   logic pb_q1, pb_q2, pb_edge, carry;
   logic [CTRBITS:0] count;   
   assign carry = count[CTRBITS];
   always_ff @(posedge clk)
     begin
       if (rst)
         begin
           pb_q1 <= 0;
           pb_q2 <= 0;
           pb_debounced <= 0;
         end
       else
         begin
           pb_q1 <= pb;
           pb_q2 <= pb_q1;
           if (carry) pb_debounced <= pb_q2;
        end
    end
   assign pb_edge = pb_q1 ^ pb_q2;   
   always_ff @(posedge clk)
     if (pb_edge) count <= '0;
     else if (!carry) count <= count + 1;
endmodule: debounce
```

==> out/results.txt <==
yosys-reported design area after synthesis = 1055 um^2
list of cells traversed by the critical path = nand4_1, or4b_1, buf_4, or3_1, a21oi_1
DP Cell Count = 195
clock skew after layout = 3.911 ps
Top delay family on crit path = simple AND/OR/NAND/NOR gates
Post-CTS Setup Repair Bufs = 0
portion of total power attributed to sequential cells = 56.8%
Pins Over Slew Limit = 0
Setup violations, final = 0
pin count of the biggest net entering global routing = 14
die boundary width = 101 um
setup repair after global routing missed its margin = false
worst supply voltage drop on vdd = 0.4424 mV
upper clock frequency limit = 542.0 MHz
Iteration-0 DRC Markers = 29
number of OpenROAD warnings = 25
overall global routing resource usage = 3.542%
type of element launching the critical path = flip-flop
initial core utilization = 16.61%
outcome = finished, final reports clean
TritonCTS clock tree = built
count of synthesis-stage warnings from yosys = 1
drt pass-1 iters = 4
area growth from synthesis to layout = 17.79%
wire length of the first global-routing pass = 3.215 mm
Cell Pwr Density = 778.2 nW/um^2
Post-synth seq share = 45.55%
overflow left after global routing = 0
Psw = 0.2350 mW
crit path DRT = 2200 ps
Post-route DRC = 0
ratio of final minimum period to clock period = 92.25%
Net Sw Frac = 24.31%
Resize count post-CTS = 0
biggest area cells = sky130_fd_sc_hd__dfxtp_1 (46%), sky130_fd_sc_hd__xor2_1 (5.8%), sky130_fd_sc_hd__nand4_1 (4.2%)
worst hold path class = reg2reg
count of buffers inserted at the top-level ports = 3
dominant register cell = sky130_fd_sc_hd__dfxtp_1
share of async-settable or async-resettable flops after synthesis = 0%
placer's final routability congestion estimate = 0.7601
clock-pin slew of the registers on the worst-case setup and hold paths = 80 ps
CTS root buf = sky130_fd_sc_hd__clkbuf_8
post-detail-place hpwl = 1.253 mm
dominant cell type by area after synthesis = sky130_fd_sc_hd__dfxtp_1
std cell rows = 29
clock power share = 33.4%
largest incremental delay on the critical path = 520 ps
count of state elements after synthesis = 24
number of hold buffers added after CTS = 0
Antenna diodes = 0
worst path bufs/invs = 1
post-layout minimum cycle time = 1845 ps
initial antenna violation count = 0
Mapped Avg Cell Area = 9.172 um^2
core region area = 6350 um^2
die height = 101 um
sum of negative setup slack = 0 ps
internal power consumption = 0.7318 mW
share of post-route cells with drive strength above 1 = 10.66%
crit path capture type = flip-flop
Post-Route Hold Slack = 486.1 ps
number of enable flip-flop cells = 0
Max-slew headroom = 80.56%
WP data arrival = 2040 ps
number of H-tree levels = 1
critical path type = reg2reg
Comb power frac = 9.8%
critical path's slowest cell = sky130_fd_sc_hd__or4b_1
cell count after synthesis = 115
vias = 797
Crit Path Max Fanout = 8
number of sinks driven by the clock tree = 24
Worst-Skew Late Latency = 260 ps
CTS max path bufs = 2
overall routed net length = 1.793 mm
post-synth cell types = 32
area of the die = 10,200 um^2
most popular library cell in the synthesized design by count = sky130_fd_sc_hd__dfxtp_1
max-cap violation count = 0
Final Hold Viols = 0
most instantiated cells after synthesis = sky130_fd_sc_hd__dfxtp_1 (24), sky130_fd_sc_hd__nor2_1 (11), sky130_fd_sc_hd__a21oi_1 (8), sky130_fd_sc_hd__nand2_1 (8)
Cell Count, Final, Fillers Out = 199
Via-to-Cell Ratio = 4.005
clock buffers created by TritonCTS = 3
leakage = 0.4342 nW
WL/cell = 9.010 um
top cell type's share of synthesized area = 45.55%
transition at the pin with the smallest max-transition slack = 290.7 ps
post-synth design cell area = 1055 um^2
antenna violation net count after detailed routing = 0
total cells reported by yosys after synthesis = 115
number of global-route vias before repair = 731
top-level I/O count = 4
==> worst paths after layout <==
| kind | start | end | slack (ps) | cells after the start |
|---|---|---|---|---|
| max | count[3] | count[15] | 160 | 5 |
| min | count[18] | count[18] | 490 | 2 |
| max reg2reg | count[3] | count[15] | 160 | 5 |
| min reg2reg | count[18] | count[18] | 490 | 2 |
==> power by group through the flow <==
stage         logic (mW)  clock network [mW]  registers, mW
CTS               0.0954               0.333          0.550
finish            0.0945               0.323          0.550
global route       0.109               0.352          0.553
==> worst register-to-register path, cell delays in order (launching register included) <==
cell	delay, ps
sky130_fd_sc_hd__dfxtp_1	440
sky130_fd_sc_hd__nand4_1	200
sky130_fd_sc_hd__or4b_1	520
sky130_fd_sc_hd__buf_4	180
sky130_fd_sc_hd__or3_1	300
sky130_fd_sc_hd__a21oi_1	140
==> area by class of cell <==
type | instances | area (um^2)
clock buffers | 4 | 55.05
inverters | 3 | 11.26
flip-flops and latches | 24 | 480.5
well taps | 77 | 96.34
fillers | 673 | 5107
repair buffers | 7 | 60.06
multi-input cells | 84 | 539.3
==> logic make-up after synthesis <==
kind of cell,count (synthesis),synth area share (%)
XOR/XNOR,11,9.134
flip-flops,24,45.55
multiplexers,2,1.898
AND/OR/NAND/NOR,51,28.94
adder cells (fa/ha/maj),1,1.186
AND-OR/OR-AND,19,9.964
buffers and inverters,7,3.320
==> metrics by stage <==
step	cell area, um^2	total power [mW]	utilization (%)	setup slack (ps)
after floorplan	1055	0.6254	-	161.7
after global placement	1187	0.6520	18.70	201.0
after detailed placement	1187	0.6549	18.70	192.3
after CTS	1242	0.9778	19.57	163.7
after global routing	1242	1.014	19.57	21.33
final	1242	0.9669	19.57	155.1
==> sequential cells by signal, indices dropped and copies added (netlist names) <==
name / count
pb_q2: 1
count: 21
pb_debounced: 1
pb_q1: 1
==> cell usage in the layout (no fill, tap or decap) <==
cell | netlist | routed
sky130_fd_sc_hd__xnor2_1 | 4 | 4
sky130_fd_sc_hd__nor4_1 | 1 | 1
sky130_fd_sc_hd__nor2b_1 | 2 | 2
sky130_fd_sc_hd__mux2i_1 | 2 | 2
sky130_fd_sc_hd__and3b_2 | 1 | 1
sky130_fd_sc_hd__or4b_1 | 1 | 1
sky130_fd_sc_hd__and2_1 | 1 | 1
sky130_fd_sc_hd__clkdlybuf4s50_1 | 0 | 3
sky130_fd_sc_hd__ha_1 | 1 | 1
sky130_fd_sc_hd__dfxtp_1 | 24 | 24
sky130_fd_sc_hd__or4_1 | 3 | 3
sky130_fd_sc_hd__nand4_1 | 7 | 7
sky130_fd_sc_hd__and3_1 | 1 | 1
sky130_fd_sc_hd__xor2_1 | 7 | 7
sky130_fd_sc_hd__and4_1 | 2 | 2
sky130_fd_sc_hd__nor2_1 | 11 | 11
sky130_fd_sc_hd__o21a_1 | 1 | 1
sky130_fd_sc_hd__a21oi_1 | 8 | 8
sky130_fd_sc_hd__and2b_2 | 1 | 1
sky130_fd_sc_hd__nand3_1 | 3 | 3
sky130_fd_sc_hd__inv_1 | 3 | 3
sky130_fd_sc_hd__or3_2 | 2 | 2
sky130_fd_sc_hd__buf_4 | 0 | 4
sky130_fd_sc_hd__o31ai_1 | 1 | 1
sky130_fd_sc_hd__nor3_1 | 1 | 1
sky130_fd_sc_hd__clkbuf_8 | 0 | 4
sky130_fd_sc_hd__o211ai_1 | 2 | 2
sky130_fd_sc_hd__nand2_1 | 8 | 8
sky130_fd_sc_hd__o21ai_0 | 7 | 7
sky130_fd_sc_hd__or3_1 | 5 | 5
sky130_fd_sc_hd__nand4b_4 | 1 | 1
==> per-layer routing <==
layer,wire (um),vias to the layer above,track usage [%]
met5,0,-,0
met4,54,0,1.393
met3,43,2,0.2772
met2,772,14,5.111
met1,922,362,5.323
li1,-,419,-
No activity file was given, so power comes from the tool's default toggle rates.
